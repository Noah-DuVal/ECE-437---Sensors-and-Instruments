### flow/design.v
`timescale 1ns / 1ps
module PWMDriver 
                  (input wire CLK,
                  input wire RST,
                  input wire [11:0] DUTY_CYC,
                  output reg PWM_OUT);
     reg [11:0] counter;       
    initial begin
        counter = 12'd0;
        PWM_OUT = 1'd0;
    end
    always @(posedge CLK) begin
        if (RST) 
            counter <= 12'd0;
        else if (counter >= DUTY_CYC) begin
            counter <= counter + 12'd1;
            PWM_OUT <= 1'b0;
        end
        else if (counter < DUTY_CYC)begin
            counter <= counter + 12'd1;
            PWM_OUT <= 1'b1;
        end
    end
endmodule
### flow/run.sh
#!/bin/bash
# OpenROAD 26Q1-2900-gdf79404cd8, Yosys 0.63+post, stock flow scripts
make -C /OpenROAD-flow-scripts/flow DESIGN_CONFIG=/design/flow/config.mk WORK_HOME=/design/flow/orfs finish
### flow/config.mk
export PLATFORM = sky130hd
export DESIGN_NAME = PWMDriver
export DESIGN_NICKNAME = PWMDriver
export VERILOG_FILES = /design/flow/design.v
export SDC_FILE = /design/flow/constraint.sdc
export NUM_CORES = 4
export LEC_CHECK = 1
export CORE_AREA = 10 10 81 81
export DIE_AREA = 0 0 91 91
### flow/constraint.sdc
current_design PWMDriver

set clk_period 2.4
set clk_io_pct 0.2

create_clock -name clk0 -period $clk_period [get_ports {CLK}]

set non_clock_inputs [all_inputs -no_clocks]
set_input_delay [expr $clk_period * $clk_io_pct] -clock clk0 $non_clock_inputs
set_output_delay [expr $clk_period * $clk_io_pct] -clock clk0 [all_outputs]
==> run summary <==
impl run done, here's what came out: status=finished, final reports clean, count leader, synth=inv_1, YS chip area=850 um^2, TritonCTS Buffers=3, Leakage Power=0.000458 uW, Top-area cell share=28.3%, cell accounting for the most synthesized area=dfxtp_1, flip-flops with a built-in enable=1, register share after synthesis=31.8%, fin area=1110 um^2, fmax=517 MHz, most used cell, CP=nor4_1, # IOs=15, Main synth FF type=dfxtp_1, Die Span Y=91 um, Layout area overhead=31.2%, TNS Setup=0 ns, Synth top cells by count=14 x inv_1, 13 x ha_1, 12 x dfxtp_1, Slew @ Worst Pin=0.493 ns, FP Core Util=17.6%, Critical Path RT=2.46 ns, slack of the worst reg-to-reg path=0.65 ns, Routed WL per cell=9.69 um, fin. max-slew vios=0, clock root buffer=clkbuf_8, Final Wtd Congestion=0.758, number of global-route vias before repair=654, CTS tree=built, placed wire-length estimate=1450 um, DRC Markers=0, crit path DAT=1.99 ns, Slowest cell on crit path=clkdlybuf4s50_1, clk latency late pin=0.24 ns, share of layout cells above drive strength 1=7.96%, Rows=25, # setup viols final=0, clk slew on worst S/H paths=0.05 ns, PostCTS Resize Cnt=0, CP top delay family=simple AND/OR/NAND/NOR gates, Synth Instances=96, period utilization=80.5%, Remaining Overflow, GRT=0, dpl cell area=1070 um^2, Log Warnings=25, chip area=8280 um^2, First-pass DRT Iterations=4, RSZ-0062 raised after global routing=false, Peak VDD IR=258 uV, clk sinks=13, max_slew headroom=67.0%, top cells by area=dfxtp_1 28%, ha_1 19%, inv_1 6.2%, detailed-route via count=672, post-route antenna net violation count=0, largest net degree at the start of global routing=14, Core ar.=4820 um^2, die width=91 um, Clock Tree Buf Depth=2, MaxCap Viol Count=0, first-pass GRT wire length=2980 um, Final Critical Period=1.93 ns, synth warn=1, global-route usage over all layers=4.27%, initial antenna violation count=0, final hold vios=0, Critical Path Max Stage Delay=0.40 ns, Hold-fix buffers, CTS=0, total number of H-tree levels=1, synthesized area=850 um^2, Post-Route Skew=0.00196 ns, Buf/Inv on CP=1, crit-path cells=clkdlybuf4s50_1 -> ha_1 -> nand2b_1 -> a2111oi_2 -> nor4_1 -> nor4_1, Synth Register Bits=13, Hold Path Class=reg2reg, CP startpoint kind=input port, Crit Path Category=in2reg, Routed WL=1740 um, FILL cells=543, yosys cell count=96, routed vias/inst=3.73, worst-path fanout max=1, power density over the cells=432 nW/um^2, Ant. Diodes=0, mean post-synth cell area=8.85 um^2, DR iter-0 viols=23, postcts setup bufs=0, Synth cell types=27, ys async rst share=0%, Critical Path End Type=flip-flop, port buffer count=14
final timing paths:
| kind | from | endpoint | depth (start not counted) |
|---|---|---|---|
| max | DUTY_CYC[0] | PWM_OUT | 6 |
| min | counter[0] | counter[0] | 1 |
| max reg2reg | counter[0] | PWM_OUT | 6 |
| min reg2reg | counter[0] | counter[0] | 1 |
logic make-up (layout without fill, tap and decap cells):
| logic type | Yosys count | after routing | share of synthesized area, % |
|---|---|---|---|
| flip-flops | 13 | 13 | 31.8 |
| XOR/XNOR | 8 | 8 | 8.25 |
| adder cells (fa/ha/maj) | 13 | 13 | 19.1 |
| buffers and inverters | 15 | 32 | 6.63 |
| AND-OR/OR-AND | 11 | 11 | 8.25 |
| AND/OR/NAND/NOR | 36 | 36 | 25.9 |
routing by layer:
metal  GRT usage, %  part of all wire, %
met5              0                    0
met4          0.392                 0.57
met3           1.41                  4.3
met2           5.79                   38
met1           6.56                   57
cell usage in the layout (no fill, tap or decap), drive strengths merged, types with 2 or more instances in the layout:
cell type,count
clkdlybuf4s50,14
dfxtp,12
clkbuf,4
nand4,4
a21oi,5
inv,14
nor4,5
nand2,6
o21ai,3
xor2,2
xnor2,6
nor2,10
ha,13
nand3,5
through the flow:
| stage | hold slack, ns | setup slack [ns] | utilization (%) | total power (uW) | cells |
|---|---|---|---|---|---|
| floorplan | 0.460 | 0.732 | - | 265 | 96 |
| global placement | 0.483 | 0.241 | 22.2 | 293 | 176 |
| detailed placement | 0.490 | 0.217 | 22.2 | 294 | 176 |
| CTS | 0.504 | 0.468 | 23.1 | 490 | 180 |
| global route | 0.530 | 0.245 | 23.1 | 517 | 180 |
| finish | 0.496 | 0.467 | 23.1 | 482 | 180 |
layout make-up:
class | instances | area, um^2 | area share, %
tap | 67 | 83.8 | 7.52
multi-input combinational | 68 | 523 | 46.9
clock buffer | 4 | 45.0 | 4.04
inverter | 14 | 52.6 | 4.71
timing repair buffer | 14 | 140 | 12.6
sequential | 13 | 270 | 24.2
worst reg2reg max path, stage by stage (launching register included):
cell and delay (ns):
dfxtp_1 0.42, inv_1 0.07, ha_1 0.26, nand2b_1 0.16, a2111oi_2 0.36, nor4_1 0.10, nor4_1 0.23
flip-flops by register name (all words and copies together), names as in the netlist:
name     cells
counter     12
PWM_OUT      1
where the power goes:
part	switching [uW]	internal, uW	total, uW	leakage (uW)
Clock	77.0	117	194	0.0000228
Combinational	22.3	36.3	58.6	0.000331
Sequential	6.50	223	229	0.000104
Total	106	376	482	0.000458
Power and IR drop assume default switching activity.
